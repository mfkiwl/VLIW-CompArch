[./run.sh]
#!/bin/bash
# OpenROAD 26Q1-2900-gdf79404cd8, Yosys 0.63+post, stock flow scripts
make -C /OpenROAD-flow-scripts/flow DESIGN_CONFIG=/design/flow/config.mk WORK_HOME=/design/flow/orfs finish
[./config.mk]
export PLATFORM = sky130hd
export DESIGN_NAME = pipeline1
export DESIGN_NICKNAME = pipeline1
export VERILOG_FILES = /design/flow/design.v
export SDC_FILE = /design/flow/constraint.sdc
export NUM_CORES = 4
export LEC_CHECK = 1
export CORE_AREA = 10 10 300 300
export DIE_AREA = 0 0 310 310
[./constraint.sdc]
current_design pipeline1

set clk_period 1.2
set clk_io_pct 0.2

create_clock -name clk0 -period $clk_period [get_ports {clk}]

set non_clock_inputs [all_inputs -no_clocks]
set_input_delay [expr $clk_period * $clk_io_pct] -clock clk0 $non_clock_inputs
set_output_delay [expr $clk_period * $clk_io_pct] -clock clk0 [all_outputs]
[./design.v]
module D_ff_reg (input clk, input reset, input regWrite , input decOut1b, input d, output reg q);
	always @ (posedge clk)
	begin
	if(reset==1'b1)
		q=0;
	else
		if(regWrite == 1'b1 && decOut1b==1'b1) begin q=d; end
		end
endmodule
module register1bit_pipe( input clk, input reset, input regWrite, input decOut1b, input writeData, output outBus);
  D_ff_reg d0(clk, reset, regWrite, decOut1b, writeData, outBus);
endmodule
module register2bit_pipe( input clk, input reset, input regWrite, input decOut1b, input [1:0] writeData, output  [1:0] outBus);
  D_ff_reg d0(clk, reset, regWrite, decOut1b, writeData[0], outBus[0]);
	D_ff_reg d1(clk, reset, regWrite, decOut1b, writeData[1], outBus[1]);
endmodule
module register3bit_pipe( input clk, input reset, input regWrite, input decOut1b, input [2:0] writeData, output  [2:0] outBus);
  D_ff_reg d0(clk, reset, regWrite, decOut1b, writeData[0], outBus[0]);
	D_ff_reg d1(clk, reset, regWrite, decOut1b, writeData[1], outBus[1]);
  D_ff_reg d2(clk, reset, regWrite, decOut1b, writeData[2], outBus[2]);
endmodule
module register7bit_pipe( input clk, input reset, input regWrite, input decOut1b, input [6:0] writeData, output  [6:0] outBus);
  D_ff_reg d0(clk, reset, regWrite, decOut1b, writeData[0], outBus[0]);
	D_ff_reg d1(clk, reset, regWrite, decOut1b, writeData[1], outBus[1]);
  D_ff_reg d2(clk, reset, regWrite, decOut1b, writeData[2], outBus[2]);
  D_ff_reg d3(clk, reset, regWrite, decOut1b, writeData[3], outBus[3]);
	D_ff_reg d4(clk, reset, regWrite, decOut1b, writeData[4], outBus[4]);
  D_ff_reg d5(clk, reset, regWrite, decOut1b, writeData[5], outBus[5]);
  D_ff_reg d6(clk, reset, regWrite, decOut1b, writeData[6], outBus[6]);
endmodule
module register5bit_pipe( input clk, input reset, input regWrite, input decOut1b, input [4:0] writeData, output  [4:0] outBus);
  D_ff_reg d0(clk, reset, regWrite, decOut1b, writeData[0], outBus[0]);
	D_ff_reg d1(clk, reset, regWrite, decOut1b, writeData[1], outBus[1]);
  D_ff_reg d2(clk, reset, regWrite, decOut1b, writeData[2], outBus[2]);
  D_ff_reg d3(clk, reset, regWrite, decOut1b, writeData[3], outBus[3]);
	D_ff_reg d4(clk, reset, regWrite, decOut1b, writeData[4], outBus[4]);
endmodule
module register8bit_pipe( input clk, input reset, input regWrite, input decOut1b, input [7:0] writeData, output  [7:0] outBus);
  D_ff_reg d0(clk, reset, regWrite, decOut1b, writeData[0], outBus[0]);
	D_ff_reg d1(clk, reset, regWrite, decOut1b, writeData[1], outBus[1]);
  D_ff_reg d2(clk, reset, regWrite, decOut1b, writeData[2], outBus[2]);
	D_ff_reg d3(clk, reset, regWrite, decOut1b, writeData[3], outBus[3]);
  D_ff_reg d4(clk, reset, regWrite, decOut1b, writeData[4], outBus[4]);
	D_ff_reg d5(clk, reset, regWrite, decOut1b, writeData[5], outBus[5]);
  D_ff_reg d6(clk, reset, regWrite, decOut1b, writeData[6], outBus[6]);
	D_ff_reg d7(clk, reset, regWrite, decOut1b, writeData[7], outBus[7]);
endmodule
module register32bit_pipe(input clk, input reset, input regWrite, input decOut1b, input [31:0] writeData, output  [31:0] outBus);
  D_ff_reg d0(clk, reset, regWrite, decOut1b, writeData[0], outBus[0]);
	D_ff_reg d1(clk, reset, regWrite, decOut1b, writeData[1], outBus[1]);
  D_ff_reg d2(clk, reset, regWrite, decOut1b, writeData[2], outBus[2]);
	D_ff_reg d3(clk, reset, regWrite, decOut1b, writeData[3], outBus[3]);
  D_ff_reg d4(clk, reset, regWrite, decOut1b, writeData[4], outBus[4]);
	D_ff_reg d5(clk, reset, regWrite, decOut1b, writeData[5], outBus[5]);
  D_ff_reg d6(clk, reset, regWrite, decOut1b, writeData[6], outBus[6]);
	D_ff_reg d7(clk, reset, regWrite, decOut1b, writeData[7], outBus[7]);
  D_ff_reg d8(clk, reset, regWrite, decOut1b, writeData[8], outBus[8]);
	D_ff_reg d9(clk, reset, regWrite, decOut1b, writeData[9], outBus[9]);
  D_ff_reg d10(clk, reset, regWrite, decOut1b, writeData[10], outBus[10]);
	D_ff_reg d11(clk, reset, regWrite, decOut1b, writeData[11], outBus[11]);
  D_ff_reg d12(clk, reset, regWrite, decOut1b, writeData[12], outBus[12]);
	D_ff_reg d13(clk, reset, regWrite, decOut1b, writeData[13], outBus[13]);
  D_ff_reg d14(clk, reset, regWrite, decOut1b, writeData[14], outBus[14]);
	D_ff_reg d15(clk, reset, regWrite, decOut1b, writeData[15], outBus[15]);
  D_ff_reg d16(clk, reset, regWrite, decOut1b, writeData[16], outBus[16]);
	D_ff_reg d17(clk, reset, regWrite, decOut1b, writeData[17], outBus[17]);
  D_ff_reg d18(clk, reset, regWrite, decOut1b, writeData[18], outBus[18]);
	D_ff_reg d19(clk, reset, regWrite, decOut1b, writeData[19], outBus[19]);
  D_ff_reg d20(clk, reset, regWrite, decOut1b, writeData[20], outBus[20]);
	D_ff_reg d21(clk, reset, regWrite, decOut1b, writeData[21], outBus[21]);
  D_ff_reg d22(clk, reset, regWrite, decOut1b, writeData[22], outBus[22]);
	D_ff_reg d23(clk, reset, regWrite, decOut1b, writeData[23], outBus[23]);
  D_ff_reg d24(clk, reset, regWrite, decOut1b, writeData[24], outBus[24]);
	D_ff_reg d25(clk, reset, regWrite, decOut1b, writeData[25], outBus[25]);
  D_ff_reg d26(clk, reset, regWrite, decOut1b, writeData[26], outBus[26]);
	D_ff_reg d27(clk, reset, regWrite, decOut1b, writeData[27], outBus[27]);
  D_ff_reg d28(clk, reset, regWrite, decOut1b, writeData[28], outBus[28]);
	D_ff_reg d29(clk, reset, regWrite, decOut1b, writeData[29], outBus[29]);
  D_ff_reg d30(clk, reset, regWrite, decOut1b, writeData[30], outBus[30]);
	D_ff_reg d31(clk, reset, regWrite, decOut1b, writeData[31], outBus[31]);
endmodule
module pipeline0(input clk, input reset,input regWrite, input decOut1b, input pipelineFlush, input [31:0] pcOut, instr, output [31:0] p0_pcOut, p0_instr);
  register32bit_pipe PCValue(clk, reset || pipelineFlush, regWrite, decOut1b, instr, p0_instr);
  register32bit_pipe pc(clk, reset || pipelineFlush, regWrite, decOut1b, pcOut, p0_pcOut);
endmodule
module pipeline1(input clk, input reset, input regWritePipe, input memRead, input decOut1b, memWrite, R_regWrite, S_regWrite,
 aluSrcA, aluSrcB, branch,  PCWrite, input [31:0] p0_pcOut, RmoutBus, RnoutBus, RdoutBus, SmoutBus, SnoutBus, SdoutBus, aluOp,
 input [2:0] Rm, Rn, Rd, Sm, Sn, Sd, Imm, input [4:0] func, output [31:0] p1_pcOut, p1_RmoutBus, p1_RnoutBus, p1_RdoutBus, p1_SmoutBus, p1_SnoutBus, p1_SdoutBus,
 output p1_aluOp, output [2:0] p1_Rm,  p1_Rn, p1_Rd, p1_Sm, p1_Sn, p1_Sd, p1_Imm, output p1_memWrite, p1_memRead,
  p1_S_regWrite, p1_R_regWrite, p1_branch, p1_jump, p1_aluSrcA, p1_aluSrcB, output [4:0] p1_func );
  register32bit_pipe pc(clk, reset, regWrite, decOut1b, p0_pcOut, p1_pcOut);
  register32bit_pipe regRm(clk, reset, regWritePipe, decOut1b, RmoutBus, p1_RmoutBus);
  register32bit_pipe regRd(clk, reset, regWritePipe, decOut1b, RdoutBus, p1_RdoutBus);
  register32bit_pipe regSm(clk, reset, regWritePipe, decOut1b, SmoutBus, p1_SmoutBus);
  register32bit_pipe regSn(clk, reset, regWritePipe, decOut1b, SnoutBus, p1_SnoutBus);
  register32bit_pipe regSd(clk, reset, regWritePipe, decOut1b, SdoutBus, p1_SdoutBus);
  register32bit_pipe regRn(clk, reset, regWritePipe, decOut1b, RnoutBus, p1_RnoutBus);
  register5bit_pipe funcfield (clk, reset, regWritePipe, decOut1b, func, p1_func);
  register3bit_pipe decode_Rm(clk, reset, regWritePipe, decOut1b, Rm, p1_Rm);
  register3bit_pipe decode_Rn(clk, reset, regWritePipe, decOut1b, Rd, p1_Rd);
  register3bit_pipe decode_Rd(clk, reset, regWritePipe, decOut1b, Rd, p1_Rd);
  register3bit_pipe decode_Sm(clk, reset, regWritePipe, decOut1b, Sm, p1_Sm);
  register3bit_pipe decode_Sn(clk, reset, regWritePipe, decOut1b, Sn, p1_Sn);
  register3bit_pipe decode_Sd(clk, reset, regWritePipe, decOut1b, Sd, p1_Sd);
  register3bit_pipe decode_Imm(clk, reset, regWritePipe, decOut1b, Imm, p1_Imm);
  register2bit_pipe sig_ALUOP(clk, reset, regWritePipe, decOut1b, aluOp, p1_aluOp);
  register1bit_pipe sig_memWrite(clk, reset, regWritePipe, decOut1b, memWrite, p1_memWrite);
  register1bit_pipe sig_memRead(clk, reset, regWritePipe, decOut1b, memRead, p1_memRead);
  register1bit_pipe sig_RregWrite(clk, reset, regWritePipe, decOut1b, R_regWrite, p1_R_regWrite);
  register1bit_pipe sig_SregWrite(clk, reset, regWritePipe, decOut1b, S_regWrite, p1_S_regWrite);
  register1bit_pipe sig_PCWrite(clk, reset, regWritePipe, decOut1b, PCWrite, p1_PCWrite);
  register1bit_pipe sig_ALUSRCA(clk, reset, regWritePipe, decOut1b, aluSrcA, p1_aluSrcA);
  register1bit_pipe sig_ALUSRCb(clk, reset, regWritePipe, decOut1b, aluSrcB, p1_aluSrcB);
  register1bit_pipe sig_branch(clk, reset, regWritePipe, decOut1b, branch, p1_branch);
  register1bit_pipe sig_jump(clk, reset, regWritePipe, decOut1b, jump, p1_jump);
endmodule
module pipeline2(input clk, input reset,input regWritePipe, input decOut1b, input [31:0] aluOut, p1_SdoutBus, input [7:0] flag , input carry,
input p1_memRead, p1_PCWrite, p1_branch,  input p1_memWrite,input p1_S_regWrite, p1_R_regWrite , input [2:0] p1_Rd, p1_Sd,
input [31:0] adderOut, output p2_memRead, output p2_memWrite,
	output p2_S_regWrite, p2_R_regWrite, output [31:0] p2_aluOut, output [7:0] p2_flag, output p2_carry, output [2:0] p2_Rd, p2_Sd, output p2_PCWrite, p2_branch, output [31:0] p2_adderOut, p2_SdoutBus);
  register3bit_pipe decode2_Rd(clk, reset, regWritePipe, decOut1b, p1_Rd, p2_Rd);
  register3bit_pipe decode2_Sd(clk, reset, regWritePipe, decOut1b, p1_Sd, p2_Sd);
  register8bit_pipe flagRegister(clk, reset, regWritePipe, decOut1b, flag, p2_flag);
  register32bit_pipe regOfSd(clk, reset, regWritePipe, decOut1b, p1_SdoutBus, p2_SdoutBus);
  register32bit_pipe aluoutreg(clk, reset, regWritePipe, decOut1b, aluOut, p2_aluOut);
  register32bit_pipe adderoutreg(clk, reset, regWritePipe, decOut1b, adderOut, p2_adderOut);
  register1bit_pipe sig2_R_regWrite(clk, reset, regWritePipe, decOut1b, p1_R_regWrite, p2_R_regWrite);
  register1bit_pipe sig2_S_regWrite(clk, reset, regWritePipe, decOut1b, p1_S_regWrite, p2_S_regWrite);
  register1bit_pipe sig2_readMem(clk, reset, regWritePipe, decOut1b, p1_memRead, p2_memRead);
  register1bit_pipe sig2_writeMem(clk, reset, regWritePipe, decOut1b, p1_memWrite, p2_memWrite);
  register1bit_pipe sig2_PCWrite(clk, reset, regWritePipe, decOut1b, p1_PCWrite, p2_PCWrite);
  register1bit_pipe sig2_branch(clk, reset, regWritePipe, decOut1b, p1_branch, p2_branch);
endmodule
module pipeline3(input clk, input reset,input regWritePipe, input decOut1b, p2_MR, input [2:0] p2_Rd, p2_Sd, input [31:0] p2_aluOut, input [31:0] memOut,input p2_S_regWrite,p2_R_regWrite, output p3_MR, p3_R_regWrite, p3_S_regWrite, output [2:0] p3_Sd, p3_Rd,output [31:0] p3_aluOut, p3_memOut);
	register32bit_pipe ALUOUT(clk, reset, regWritePipe, decOut1b, p2_aluOut, p3_aluOut );
	register32bit_pipe MEMORY(clk, reset, regWritePipe, decOut1b, memOut, p3_memOut);
	register3bit_pipe decode_Rd(clk, reset, regWritePipe, decOut1b, p2_Rd, p3_Rd);
	register3bit_pipe decode_Sd(clk, reset, regWritePipe, decOut1b, p2_Sd, p3_Sd);
	  register1bit_pipe MR(clk, reset, regWritePipe, decOut1b, p2_MR, p3_MR);
	register1bit_pipe sig3_R_regWrite( clk, reset, regWritePipe, decOut1b, p2_R_regWrite, p3_R_regWrite );
  register1bit_pipe sig3_S_regWrite( clk, reset, regWritePipe, decOut1b, p2_S_regWrite, p3_S_regWrite );
endmodule
==> Slide: Implementation Results <==
Physical Implementation Snapshot

Run status
  – Result of the run: complete, but fails checks
  – Violations in the final reports: setup timing

Yosys
  – Warnings, synthesis: 14
  – Syn Inst Count: 1269
  – Cell count in the Yosys report: 1269
  – Mean post-synth cell area: 9.24 um2
  – Synth Register Bits: 223
  – Share of the yosys chip area belonging to registers: 38.1%
  – Count of cell types in the netlist: 12
  – Chip Area, Yosys: 11700 um2
  – Summed instance area of the synthesized netlist: 11700 um2

Die
  – Full die area: 96100 um2
  – Die outline width: 310 um
  – Number of cell rows: 106
  – I/O pins: 553
  – Fp util: 14.0%
  – Vertical die size: 310 um
  – Core area: 83600 um2

Global route
  – Global router's overall resource usage: 7.71%
  – Met3 capacity usage during global routing: 4.09%
  – Layer with the highest usage: met2
  – Antenna violations before repair: 6
  – Met1 Use GR: 9.73%
  – Global-route wire length before repair: 58000 um
  – Met2 Usage GRT: 11.8%
  – Number of global-route vias before repair: 9405
  – Grt total ovfl: 0
  – Pin count of the biggest net entering global routing: 49

Worst setup path
  – Origin of the critical flop-to-flop path: regSn.d3.q
  – Family with the most delay on the worst path: flip-flops
  – R2R Path End: regSn.d3.q
  – Largest driver fanout on the critical path: 2
  – Arrival time of the worst setup path: 1030 ps
  – Critical path's slowest cell: dfxtp_2
  – Cell breakdown of the critical path: buf_2
  – Buffers plus inverters on the worst setup path: 1
  – Crit path DRT: 960 ps
  – Type of the worst setup path: reg2out
  – Kind of end point of the critical path: output port
  – Depth of the worst register-to-register path: 4
  – Worst reg-to-reg setup slack: 310 ps
  – Largest stage delay on the critical path: 360 ps
  – CP startpoint kind: flop
  – Critical Path Source: sig_memRead.d0.q

Placement
  – Placer congestion estimate: 0.830
  – Placed wire-length estimate: 29200 um
  – Worst Setup Slack post-DPL: -8.19 ps
  – Number of port buffers: 449
  – Number of cells in the design after placement: 2544

Hold path
  – Class of the tightest hold or removal check: in2reg
  – Destination of the worst hold path: regSm.d29.q
  – Hold_sp: reset
  – Number of cells on the worst hold path: 3

Route
  – Drt first pass iters: 4
  – Diodes inserted: 0
  – DRC violation count after routing: 0
  – Routed wirelength normalized by instance count: 15.3 um
  – Aggregate routed wire length: 39900 um
  – Routed vias: 9292
  – Number of DRC violations after detailed-routing iteration 0: 478
  – Vias per inst: 3.56
  – Number of nets still failing antenna checks after routing: 0

STA
  – Final setup violation count: 223
  – Max Clock Freq: 787 MHz
  – Shortest period the worst path allows: 1270 ps
  – Fin Setup TNS: -7920 ps
  – Unrepaired setup endpoints after global routing: true
  – PnR worst setup slack: -70.2 ps
  – Pins over their slew limit: 0
  – Ratio of final minimum period to clock period: 106%
  – Final Skew: 0 ps
  – Count of endpoints failing hold in the final timing report: 0

Power and ir drop
  – Leakage power total: 6.68 nW
  – Power density over the cells: 1180 nW/um2
  – Worst IR Drop VDD: 0.00109 V

Cells and area
  – Area added between synthesis and finish: 41.7%
  – Final std cells w/o fill: 2612
  – Utilization after layout: 19.9%
  – Number of fill cells: 9262
  – Proportion of layout cells with a drive suffix above 1: 41.4%
  – Dominant logic cell types in the final layout: nand3_1, dfxtp_2, clkdlybuf4s50_1

Clock network
  – CTS max path bufs: 3
  – H-tree lvl count: 1
  – Sink Count: 223
  – Insertion delay of the later-clocked pin in the worst-skew pair: 570 ps
  – Master cell of the clock root buffer: clkbuf_16
  – CTS tree: built
  – Clk slew on worst S/H paths: 60 ps
  – Number of buffers added by the clock tree synthesis step: 28

Flow run
  – Stage-log warning count: 94
  – Max-capacitance violation count: 0
## area by class of cell
class | count | area (um2) | share of cell area, %
clock buffer | 40 | 857 | 5.16
sequential | 223 | 4740 | 28.6
multi-input combinational | 705 | 4650 | 28.0
clock inverter | 11 | 92.6 | 0.557
tap | 1080 | 1350 | 8.13
timing repair buffer | 553 | 4920 | 29.6
## synth_stat cells
cell type | n | area (um2)
dfxtp_1 | 223 | 4460
conb_1 | 1 | 3.75
buf_6 | 40 | 450
nand3_1 | 223 | 1120
clkbuf_1 | 11 | 41.3
a21bo_2 | 19 | 190
buf_2 | 68 | 340
a21oi_2 | 13 | 114
buf_4 | 253 | 1900
buf_1 | 4 | 15.0
a21bo_1 | 204 | 2040
a21oi_1 | 210 | 1050
## how the worst max path moves through the flow
stage	slack (ps)	depth (start not counted)	endpoint
4_1_cts	-140	1	p1_memRead
5_1_grt	-130	1	p1_SmoutBus[31]
6_report	-70	1	p1_memRead
## layer usage
layer  part of all wire [%]  routed length, um
met1                     42              16900
met2                     42              16900
met3                     13               5330
met4                    1.8                725
met5                   0.17                 69
## where the power goes
group / switching, mW / internal [mW]
Combinational: 1.17 / 1.75
Sequential: 0.166 / 7.81
Clock: 3.57 / 5.14
Total: 4.90 / 14.7
## kinds of logic after synthesis
group                  after synthesis  share of synthesized area [%]
AOI/OAI and AO/OA                  446                           29.0
other                                1                         0.0320
and+or+nand+nor                    223                           9.52
buffers and inverters              376                           23.4
DFF                                223                           38.1
## metrics by stage
step                      instance area, um2  power, mW  hold WS, ps
after floorplan                        11900       9.72          387
after global placement                 15900       11.2          557
after detailed placement               15900       11.2          554
after CTS                              16300       20.0         19.5
after global routing                   16600       20.6         55.0
final                                  16600       19.6         66.1
## repair_timing
item | CTS | global route
buffers inserted | 9 | 5
setup endpoints to repair | 223 | 272
hold endpoints to repair | 2 | 0
hold buffers | 1 | 0
gates resized | 999 | 38
cloned | 0 | 2
## worst reg2reg max path: cells and delay by family, from the launching register on
family,cells,cell delay [ps]
DFF,1,330
AOI/OAI and AO/OA,2,310
buffers and inverters,2,190
Power figures rest on the tool's default switching activity, not on a simulated workload.
